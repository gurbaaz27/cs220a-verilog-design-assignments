===== design/flow/config.mk =====
export PLATFORM = sky130hd
export DESIGN_NAME = mod
export DESIGN_NICKNAME = mod
export VERILOG_FILES = /design/flow/design.v
export SDC_FILE = /design/flow/constraint.sdc
export NUM_CORES = 4
export LEC_CHECK = 1
export CORE_UTILIZATION = 40

===== design/flow/design.v =====
module mod (clk, dividend, divisor,m,n, quotient, total_add_ops, total_sub_ops, done,new_bit,rem);
    input clk;
    input [31:0] dividend;
    input [31:0] divisor;
    input new_bit;
    input [4:0] m;
    input [4:0] n;
    output reg [31:0] quotient;
    output reg [5:0] total_add_ops;
    output reg[5:0] total_sub_ops;
    output reg done;
    output reg signed [31:0] rem;
    reg signed [31:0] div;
    reg [5:0] counter;
    initial begin
        counter <= 0;
        done <=0;
    end
    always @(posedge clk) begin
        done = 0;
        if(new_bit == 1)begin
            quotient = 0;
            rem = dividend;
            div = divisor;
            total_add_ops = 0;
            total_sub_ops = 0;
            counter = 0;
        end
        if(counter == 0)begin
            div = div << (m-n);
        end
        else begin
            if(rem < 0 )begin
                rem = rem + div;
                total_add_ops = total_add_ops + 1;
                quotient  =  quotient ^ 1;
            end
            else begin
                   rem = rem - div ;
                   total_sub_ops = total_sub_ops + 1 ;
            end
            quotient = (quotient << 1) | 1;
            div  = div >>1;
        end
        counter  <= #2 counter +1 ;
        if(counter == m-n+1 )begin
            if(rem < 0)begin
                rem = rem + divisor;
                quotient  =  quotient ^ 1;
            end
            done <= #2 1;
        end
    end
endmodule

===== design/flow/constraint.sdc =====
current_design mod

set clk_period 37.2
set clk_io_pct 0.2

create_clock -name clk0 -period $clk_period [get_ports {clk}]

set non_clock_inputs [all_inputs -no_clocks]
set_input_delay [expr $clk_period * $clk_io_pct] -clock clk0 $non_clock_inputs
set_output_delay [expr $clk_period * $clk_io_pct] -clock clk0 [all_outputs]

===== design/flow/run.sh =====
#!/bin/bash
# OpenROAD 26Q1-2900-gdf79404cd8, Yosys 0.63+post, stock flow scripts
make -C /OpenROAD-flow-scripts/flow DESIGN_CONFIG=/design/flow/config.mk WORK_HOME=/design/flow/orfs finish

==> flow_summary_export.csv <==
group,metric,value,unit
yosys,top_area_cell,"dfxtp_1",
pwr,p_leak,5.50,nW
placement,dp_hpwl,26.2,mm
min_path,hold_path.class,"flop to flop",
pwr,power_density,80.0,nW/um^2
yosys,edf_count,1,
critical_path,worst_ep_required_time,37510,ps
critical_path,crit_start,"new_bit",
cts,postCtsSetupBuffers,0,
critical_path,start_kind,"primary input",
yosys,ys_area,11100,um^2
critical_path,cpLargestDelayFamily,"AND-OR/OR-AND gates",
sta,holdWs,456,ps
pwr,p_comb_share,68.5,%
min_path,hold_start,"counter[0]$_DFF_P_",
critical_path,endpoint_kind,"flop",
critical_path,reg2reg_to,"rem[29]$_DFF_P_",
critical_path,crit_buf_inv,2,
sta,max_freq,69.5,MHz
critical_path,cp.arrival,14700,ps
sta,setup_viol,0,
flow_run,drv_cap,0,
yosys,ys_types,74,
yosys,syn_area_per_cell,7.98,um^2
detailed_routing,wl,33.7,mm
status,status,"completed",
global_route,grt_pass1_wl,53.8,mm
critical_path,reg2reg_slack,30460,ps
sta,fin_crit_sh,38.7,%
detailed_routing,route.detailed.drc,0,
floorplan,fp_util,40.9,%
yosys,yosysTopAreaCellShare,20.6,%
yosys,synth_top_flop_cell,"dfxtp_1",
floorplan,rows,60,
critical_path,timing.rr.start,"div[1]$_DFF_P_",
pwr,p_sw,0.000492,W
cts,clk_pin_slew,70,ps
pwr,internal_power,0.000586,W
sta,tightest_slew,773,ps
cts,worstSkewPairLatency,430,ps
yosys,ys_top_cells_by_area,"dfxtp_1 (21%), ha_1 (8.6%), mux2_2 (7.6%), mux2i_1 (5.7%), a21oi_1 (5.5%)",
pwr,power_frac_seq,16.1,%
floorplan,core_area,27100,um^2
yosys,ys_cells,1390,
critical_path,worstSetupPathType,"primary input to flop",
sta,hold_viol,0,
final_layout,syn_to_final_growth,21.4,%
yosys,ys_seq_share,20.8,%
sta,grt_setup_unrepaired,"no",
cts,ctsHoldBuffers,0,
critical_path,crit_cells,25,
cts,root_buffer,"clkbuf_16",
floorplan,fp.dieW,169,um
cts,clock_sinks,115,
floorplan,die_y,169,um
yosys,synthCells,1390,
global_route,grt_pass1_vias,9876,
yosys,yosys_warnings,1,
cts,cts.repair.resized,0,
cts,cts.path.max_buffers,2,
global_route,antenna_found_initial,0,
sta,setup_ws,22820,ps
pwr,switching_share,45.6,%
critical_path,timing.critical_path.slowest_stage_cell,"buf_4",
final_layout,fillCellCount,2578,
final_layout,stdcell_area,13500,um^2
placement,place_congestion,0.941,
pwr,p_clk_share,15.4,%
global_route,track_usage,24.5,%
pwr,finalPower,0.00108,W
placement,dp_slack,22450,ps
yosys,synth_area,11100,um^2
detailed_routing,drt_iter0_drc,621,
cts,h-tree-depth,4,
detailed_routing,ant_nets,0,
sta,tns,0,ps
cts,cts_tree,"done",
detailed_routing,first_pass_iters,5,
critical_path,cp_max_fo,60,
placement,io_buffers,152,
floorplan,dieArea,28400,um^2
yosys,async_reset_ff_share,0,%
critical_path,ff2ff_path_depth,24,
yosys,numSynthFlops,115,
critical_path,crit_end,"rem[29]$_DFF_P_",
pwr,vdd_drop_max,0.0290,mV
sta,fin_crit,14380,ps
sta,drv_slew,0,
placement,placed_cell_area,12900,um^2
flow_run,openroad.warnings,29,
critical_path,slowest_delay,630,ps
sta,skew,13.2,ps
detailed_routing,routed-via-count,10400,
cts,cts_buffers,17,
global_route,grt.overflow.total,0,
final_layout,drive_gt1_share,11.7,%
detailed_routing,via_per_inst,5.54,
detailed_routing,wire_per_inst,17.9,um
sta,slew_headroom,48.0,%
global_route,grt_max_degree,68,
floorplan,num_io_pins,153,
==> area by class of cell <==
| class | count | area (um^2) | share of cell area (%) |
|---|---|---|---|
| inverters | 27 | 101 | 0.752 |
| flip-flops and latches | 115 | 2310 | 17.2 |
| well taps | 372 | 465 | 3.45 |
| clock inverters | 15 | 158 | 1.17 |
| diodes | 1 | 2.50 | 0.0186 |
| clock buffers | 17 | 425 | 3.16 |
| repair buffers | 168 | 1640 | 12.2 |
| multi-input cells | 1169 | 8370 | 62.1 |
==> sequential cells by signal (all words and copies together) (netlist names) <==
| register | count |
|---|---|
| quotient | 32 |
| total_sub_ops | 6 |
| rem | 32 |
| total_add_ops | 6 |
| div | 32 |
| counter | 6 |
| done | 1 |
==> cells in the mapped netlist, types with 14 or more instances <==
| cell | count |
|---|---|
| o31ai_1 | 14 |
| mux2i_1 | 63 |
| nor3_1 | 36 |
| xnor2_1 | 64 |
| o21a_1 | 15 |
| o22ai_1 | 19 |
| nand2b_1 | 15 |
| a211oi_1 | 21 |
| clkbuf_1 | 48 |
| dfxtp_1 | 114 |
| inv_1 | 26 |
| nand3_1 | 21 |
| mux2_4 | 28 |
| a21o_1 | 39 |
| a21oi_1 | 123 |
| o21ai_0 | 72 |
| nand2_1 | 152 |
| mux2_2 | 75 |
| buf_2 | 15 |
| nor2_1 | 126 |
| nor2b_1 | 15 |
| xor2_1 | 33 |
| ha_1 | 76 |
==> cells in the final DEF, fill, tap and decap left out, drive strengths merged, types with 11 or more instances in the layout <==
master	count
clkbuf	17
o211ai	13
and3	11
nand2b	15
nand3	21
o21a	15
nor2	126
o22ai	19
nand4	13
nor3	36
clkdlybuf4s50	151
o21ai	75
nor4	11
a21oi	123
xnor2	64
buf	17
a21o	39
nor2b	15
xor2	35
dfxtp	114
nand2	152
ha	76
a31oi	13
a211oi	21
mux2i	63
inv	39
mux2	103
o31ai	14
==> layer usage <==
layer	vias up	GRT usage [%]	share of wire, %	routed length [um]
met3	53	4.50	6.2	2080
met4	0	4.62	2.1	706
met5	-	0	0	0
met2	312	37.5	44	14700
li1	5290	-	-	-
met1	4778	36.5	48	16200
==> how the worst min path moves through the flow <==
stage	endpoint	slack, ps	depth (start not counted)
after global routing	quotient[29]$_DFF_P_	480	2
final	counter[0]$_DFF_P_	460	1
after CTS	counter[0]$_DFF_P_	460	1
==> power by group through the flow <==
stage / Clock (W) / Sequential, W / Combinational [W]
after global routing: 0.000175 / 0.000178 / 0.000818
final: 0.000166 / 0.000174 / 0.000738
after CTS: 0.000169 / 0.000174 / 0.000732
==> worst reg2reg max path: stages (launching register included) <==
cell and delay, ps:
dfxtp_1 310, mux2i_1 390, ha_1 300, o211ai_1 170, nor4_1 630, o211ai_1 230, nor3_1 520, a21oi_1 160
xnor2_1 250, ha_1 360, a21o_1 220, o21bai_1 150, a211oi_1 410, o21ai_0 300, and4_1 280, nor3_1 290
ha_1 340, nand2_1 140, o21ai_0 120, a21o_1 200, a21o_1 200, nor3_1 160, mux2i_1 90, and3_1 180
mux2_4 260
==> logic make-up (layout without fill, tap and decap cells) <==
kind of cell	Yosys count	in the layout	share of synthesized area [%]
muxes	170	170	17.9
AOI/OAI and AO/OA	381	381	21.7
buffers and inverters	106	227	3.99
DFF	115	115	20.8
adders and majority gates	79	79	9.11
xor gates and xnor gates	99	99	7.95
other	0	1	0
and+or+nand+nor	440	440	18.5
==> through the flow <==
step	instances	utilization (%)
floorplan	1390	-
global placement	1851	47.6
detailed placement	1851	47.6
CTS	1883	49.7
global route	1883	49.7
finish	1884	49.7
Power and IR drop assume default switching activity.
