`config.mk`:
```
export PLATFORM = sky130hd
export DESIGN_NAME = decoder
export DESIGN_NICKNAME = decoder
export VERILOG_FILES = /design/flow/design.v
export SDC_FILE = /design/flow/constraint.sdc
export NUM_CORES = 4
export LEC_CHECK = 1
export CORE_AREA = 10 10 87 87
export DIE_AREA = 0 0 97 97
```
`constraint.sdc`:
```
current_design decoder

set clk_period 2.2
set clk_io_pct 0.2

create_clock -name clk0 -period $clk_period [get_ports {clk}]

set non_clock_inputs [all_inputs -no_clocks]
set_input_delay [expr $clk_period * $clk_io_pct] -clock clk0 $non_clock_inputs
set_output_delay [expr $clk_period * $clk_io_pct] -clock clk0 [all_outputs]
```
`design.v`:
```
module decoder(clk, memory, R_counter, I_counter, J_counter, reg_3_counter, reg_4_counter, reg_5_counter, reg_6_counter);
    input [31:0] memory;
    input clk;
    output reg [2:0] R_counter;
    output reg [2:0] I_counter;
    output reg [2:0] J_counter;
    output reg [2:0] reg_3_counter;
    output reg [2:0] reg_4_counter;
    output reg [2:0] reg_5_counter;
    output reg [2:0] reg_6_counter; 
    initial begin
        R_counter = 0;
        I_counter = 0;
        J_counter = 0;
        reg_3_counter = 0;
        reg_4_counter = 0;
        reg_5_counter = 0;
        reg_6_counter = 0;
    end
    always @(posedge clk) begin
        if(memory[31:26] == 6'b0) begin
            R_counter <= R_counter + 1;
            case(memory[15:11])
                3: reg_3_counter <= reg_3_counter + 1;
                4: reg_4_counter <= reg_4_counter + 1;
                5: reg_5_counter <= reg_5_counter + 1;
                6: reg_6_counter <= reg_6_counter + 1;
            endcase
        end
        else if (memory[31:26] == 6'h2 || memory[31:26] == 6'h3) begin
            J_counter <= J_counter + 1;
        end
        else begin
            I_counter <= I_counter + 1;
            case(memory[20:16])
                3: reg_3_counter <= reg_3_counter + 1;
                4: reg_4_counter <= reg_4_counter + 1;
                5: reg_5_counter <= reg_5_counter + 1;
                6: reg_6_counter <= reg_6_counter + 1;
            endcase
        end
    end
endmodule
```
`run.sh`:
```
#!/bin/bash
# OpenROAD 26Q1-2900-gdf79404cd8, Yosys 0.63+post, stock flow scripts
make -C /OpenROAD-flow-scripts/flow DESIGN_CONFIG=/design/flow/config.mk WORK_HOME=/design/flow/orfs finish
```
==> CHANGELOG.md <==
### Metrics

* Status: finished clean
* Cell type with the largest total area: edfxtp_1
* Hold Path Class: flop to flop
* CP arrival at 1910 ps
* Root buffer cell: clkbuf_8
* Final hold vios at 0
* Fp_density at 17.1%
* Largest net degree at the start of global routing at 13
* Worst-margin pin slew at 557 ps
* Die area at 9410 um2
* Comb area leader: simple AND/OR/NAND/NOR gates
* Post-CTS Repair Setup Buffers at 0
* IR drop worst, VDD at 0.000407 V
* CP Max Fanout at 4
* CTS clk-pin slew, worst paths at 80 ps
* CP Launch Type: input port
* Share of post-route cells with drive strength above 1 at 8.04%
* Tot GR Track Use at 4.23%
* DR WL/cell at 11.0 um
* GP Congestion at 0.777
* Synth top area share at 65.4%
* Summed standard-cell area reported by yosys at 965 um2
* Post-layout period usage at 91.3%
* Final HPWL DP at 1750 um
* Unrepaired setup endpoints after global routing: false
* WS Path Type: input port to flop
* Main flop type: edfxtp_1
* Clk sinks at 21
* Sequential-to-total area share from yosys stat at 65.4%
* Max incr delay on CP at 500 ps
* First-pass GRT wire length at 3360 um
* Mapped cell area at 965 um2
* Async SR Flop Fraction at 0%
* Final worst slack at 191 ps
* Worst-Skew Late Latency at 260 ps
* Fin. max-slew vios at 0
* Reg-to-reg slack, setup at 1140 ps
* Required @ worst endpoint at 2100 ps
* Synth Instances at 67
* Ys flops at 21
* CP cell instances: clkdlybuf4s50_1, nor4_1, nand2_1, o21ai_0
* Die x size at 97 um
* Max_slew headroom at 62.4%
* H-tree Lvls at 1
* Crit. End Element: flop
* Most frequent cells in the layout: 37 x clkdlybuf4s50_1, 21 x edfxtp_1, 8 x inv_1
* Max-cap violations at 0
* Pre-Repair DR Iteration Count at 3
* Number of CTS-inserted buffers at 3
* Max Buffers Root-to-Sink at 2
* CTS tree: yes
* Initial antenna violation count at 0
* Leakage Power at 0.553 nW
* Mux share at 0%
* Chip height at 97 um
* I/O pins at 54
* Fmax at 0.498 GHz
* Power Dens Cells at 573 nW/um2
* Via density per instance at 3.70
* OpenROAD warning count at 41
* Setup Slack @ Placement at -117 ps
* GR Overflow Total at 0
* Simple Share, Synth at 11.0%
* Final tally of setup violations at 0
* Area Overhead vs Synth at 55.6%
* Number of DRC markers in iteration 0 at 18
* I/O Buffers at 37
* Post-layout util at 26.6%
* DRC at 0
* Xor and xnor area share after synthesis at 6.36%
* Row count at 27
* Number of cells in Yosys stat at 67
* Crit path max-delay cell type: o21ai_0
* Syn_area_per_cell at 14.4 um2
* Core area at 5640 um2
* # hold bufs at CTS at 0
* Total Negative Setup Slacks at 0 ps
* Diode count at 0
* Setup Skew at 0.307 ps
* Yosys Warn Count at 1
* Post-synth cell types at 19
* Post-Synth Adder-Cell Area at 9.08%
* Post-route ant nets at 0
* Post-synth EDFFs at 21
* PostCTS Resize Cnt at 0
* Tot Pwr at 0.861 mW
* Crit path time final at 2010 ps
* Top cells by area: edfxtp_1 65%, ha_1 9.1%, xor2_1 6.4%
* Vias in the first global route at 748
* Area fraction in compound gates at 5.06%
* Via count at 680
* Most instantiated logic cell after routing: clkdlybuf4s50_1
* Routed wire length at 2020 um
[layer usage]
| metal | wire [um] | GRT usage [%] | part of all wire (%) | vias to the layer above |
|---|---|---|---|---|
| li1 | - | - | - | 338 |
| met5 | 0 | 0 | 0 | - |
| met2 | 808 | 5.73 | 40 | 30 |
| met4 | 0 | 0.676 | 0 | 0 |
| met1 | 911 | 5.34 | 45 | 312 |
| met3 | 301 | 3.15 | 15 | 0 |
[registers in the layout, summed over array words and instances, names as in the netlist]
name and cells:
J_counter 3, reg_3_counter 3, reg_6_counter 3, reg_5_counter 3, I_counter 3, reg_4_counter 3, R_counter 3
[logic make-up after synthesis]
| family | after synthesis |
|---|---|
| AOI/OAI and AO/OA | 7 |
| and+or+nand+nor | 17 |
| xor gates and xnor gates | 7 |
| DFF | 21 |
| buffers and inverters | 8 |
| adders and majority gates | 7 |
[path summary, 6_finish.rpt]
path	end	from	depth (start not counted)
hold reg to reg	J_counter[1]	J_counter[1]	1
hold / removal	J_counter[1]	J_counter[1]	1
setup / recovery	reg_5_counter[2]	memory[31]	4
setup reg to reg	reg_3_counter[2]	reg_3_counter[0]	2
[power breakdown]
group / leakage (nW) / switching, mW / internal (mW) / total [mW]
clock network: 0.0255 / 0.122 / 0.126 / 0.248
registers: 0.194 / 0.0177 / 0.474 / 0.492
logic: 0.333 / 0.0339 / 0.0869 / 0.121
total: 0.553 / 0.174 / 0.687 / 0.861
[critical path: cells and delay by family]
family          cells  cell delay [ps]
compound gates      1              500
buf+inv             1              420
simple gates        2              540
[Yosys cell counts (2+ instances only)]
| cell | count |
|---|---|
| ha_1 | 7 |
| nand3b_1 | 2 |
| o211ai_1 | 3 |
| edfxtp_1 | 21 |
| xor2_1 | 7 |
| o21ai_0 | 2 |
| inv_1 | 8 |
| nor4_1 | 3 |
| nand2_1 | 4 |
[stage by stage]
| step | hold WS (ps) | instance area, um2 | cells |
|---|---|---|---|
| 2_1_floorplan | 513 | 965 | 67 |
| 3_3_place_gp | 548 | 1460 | 180 |
| 3_5_place_dp | 564 | 1460 | 180 |
| 4_1_cts | 585 | 1500 | 184 |
| 5_1_grt | 595 | 1500 | 184 |
| 6_report | 579 | 1500 | 184 |
[cell type report]
type / instances / area (um2)
Inverter: 8 / 30.0
Sequential cell: 21 / 631
Clock buffer: 3 / 41.3
Timing Repair Buffer: 41 / 400
Fill cell: 560 / 4140
Clock inverter: 1 / 5.00
Multi-Input combinational cell: 38 / 304
Tap cell: 72 / 90.1
Power and IR drop assume default switching activity.
