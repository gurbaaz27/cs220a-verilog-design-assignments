<file path="run.sh">
#!/bin/bash
# OpenROAD 26Q1-2900-gdf79404cd8, Yosys 0.63+post, stock flow scripts
make -C /OpenROAD-flow-scripts/flow DESIGN_CONFIG=/design/flow/config.mk WORK_HOME=/design/flow/orfs finish
</file>
<file path="config.mk">
export PLATFORM = sky130hd
export DESIGN_NAME = eight_bit_comparator
export DESIGN_NICKNAME = eight_bit_comparator
export VERILOG_FILES = /design/flow/design.v
export SDC_FILE = /design/flow/constraint.sdc
export NUM_CORES = 4
export LEC_CHECK = 1
export CORE_AREA = 10 10 70 70
export DIE_AREA = 0 0 80 80
</file>
<file path="constraint.sdc">
current_design eight_bit_comparator

set clk_period 2.4
set clk_io_pct 0.2

create_clock -name clk0 -period $clk_period

set non_clock_inputs [all_inputs -no_clocks]
set_input_delay [expr $clk_period * $clk_io_pct] -clock clk0 $non_clock_inputs
set_output_delay [expr $clk_period * $clk_io_pct] -clock clk0 [all_outputs]
</file>
<file path="design.v">
module eight_bit_comparator (x,y,greater,less,equal);
   input [7:0] x;
   input [7:0] y;
   output wire greater;
   output wire less;
   output wire equal;
   wire [7:0] inter_equal;
   wire [7:0] inter_greater;
   wire [7:0] inter_less;
   assign inter_equal[7]=1;
   assign inter_greater[7] = 0;
   assign inter_less[7]=0;
   one_bit_full_comparator FA7 (x[7], y[7], inter_greater[6], inter_less[6], inter_equal[6] , inter_greater[7], inter_less[7], inter_equal[7] );
   one_bit_full_comparator FA6 (x[6], y[6],  inter_greater[5], inter_less[5], inter_equal[5] ,  inter_greater[6], inter_less[6], inter_equal[6] );
   one_bit_full_comparator FA5 (x[5], y[5],  inter_greater[4], inter_less[4], inter_equal[4] , inter_greater[5], inter_less[5], inter_equal[5] );
   one_bit_full_comparator FA4 (x[4], y[4],  inter_greater[3], inter_less[3], inter_equal[3] , inter_greater[4], inter_less[4], inter_equal[4]);
   one_bit_full_comparator FA3 (x[3], y[3], inter_greater[2], inter_less[2], inter_equal[2] , inter_greater[3], inter_less[3], inter_equal[3] );
   one_bit_full_comparator FA2 (x[2], y[2], inter_greater[1], inter_less[1], inter_equal[1]  ,inter_greater[2], inter_less[2], inter_equal[2]  );
   one_bit_full_comparator FA1 (x[1], y[1], inter_greater[0], inter_less[0], inter_equal[0]  , inter_greater[1], inter_less[1], inter_equal[1] );
   one_bit_full_comparator FA0 (x[0], y[0],greater, less, equal, inter_greater[0], inter_less[0], inter_equal[0] );
endmodule
module one_bit_full_comparator (a, b, greater , less , equal , prev_greater, prev_less, prev_equal);
   input a;
   input b;
   input prev_greater;
   input prev_less;
   input prev_equal;
   output wire greater;
   output wire less;
   output wire equal;
   assign greater = prev_greater | (prev_equal & a & (~b)) ;
   assign less = prev_less | (prev_equal & b & (~a));
   assign equal = prev_equal & (((~a) & (~b)) | (a&b));
endmodule
</file>
==> flow_metrics.env <==
# physical design summary
export IMPL_num_vias=387
export IMPL_grt_antenna_before_repair=0
export IMPL_numPortBuffers=19
export IMPL_wl_per_cell_um=8.79
export IMPL_hold_class="input pin to primary output"
export IMPL_grt_pass1_wl_mm=1.65
export IMPL_post_cts_setup_buffers=0
export IMPL_power_density_nw_per_um2=158
export IMPL_seq_cell_count=0
export IMPL_synth_cells=41
export IMPL_ys_types=20
export IMPL_die_w_um=80
export IMPL_hold_depth=5
export IMPL_area_leaders="maj3_1 17%, nand2b_1 10%, inv_1 8.8%"
export IMPL_flop_area_um2=0
export IMPL_fin_crit_ps=2250
export IMPL_seqPwrFrac_pct=0
export IMPL_worstMarginPinSlew_ps=237
export IMPL_syn2layout_area_growth_pct=137
export IMPL_initial_core_util_pct=8.75
export IMPL_power_clock_fraction_pct=0
export IMPL_critical_path_class="input pin to primary output"
export IMPL_leakage_nw=0.338
export IMPL_cp_num_buf_inv=2
export IMPL_slew_violations=0
export IMPL_top_area_share_pct=16.7
export IMPL_cpPeakStageDelay_ps=310
export IMPL_dp_hpwl_um=921
export IMPL_yosysWarnings=0
export IMPL_hold_path_startpoint="x[7]"
export IMPL_drtPass1Iterations=2
export IMPL_yosysCellCount=41
export IMPL_yosysChipArea_um2=299
export IMPL_fmax_mhz=444
export IMPL_gp_congestion=0.799
export IMPL_status="complete, no violations"
export IMPL_rows=21
export IMPL_ctsHoldBuffers=0
export IMPL_die_area_um2=6400
export IMPL_holdWs_ps=1640
export IMPL_ir_drop_v=0.0000230
export IMPL_fin_util_pct=20.7
export IMPL_wl_mm=1.03
export IMPL_n_clock_buffer=0
export IMPL_p_int_mw=0.0689
export IMPL_core_um2=3420
export IMPL_crit_arrival_ps=1770
export IMPL_hold_viol=0
export IMPL_synth_avg_cell_area_um2=7.29
export IMPL_drc=0
export IMPL_fin_crit_sh_pct=93.8
export IMPL_finalSetupTns_ps=0
export IMPL_synth_area_um2=299
export IMPL_nFillCells=383
export IMPL_warnings=33
export IMPL_comb_power_share_pct=100.0
export IMPL_p_sw_share_pct=38.5
export IMPL_dp_cells=117
export IMPL_max_slew_margin_pct=84.0
export IMPL_crit_top_cell="dlygate4sd2_1"
export IMPL_logic_area_um2=374
export IMPL_grt_overflow=0
export IMPL_drt_iter0_drc=5
export IMPL_slowest_stage="maj3_2"
export IMPL_holdPathEnd="greater"
export IMPL_ant_nets=0
export IMPL_crit_fanout=3
export IMPL_p_total_mw=0.112
export IMPL_common_cells="7 x inv_1, 5 x maj3_1, 5 x nand2b_1"
export IMPL_rsz0062_at_grt="no"
export IMPL_cp_required_ps=1920
export IMPL_setup_worst_path_end_class="primary output"
export IMPL_cap_violations=0
export IMPL_avgViaCountPerCell=3.31
export IMPL_most_common_cell="inv_1"
export IMPL_cp_cell_sequence="dlygate4sd2_1 -> nor2b_1 -> maj3_2 -> a221oi_2 -> nand2_1 -> dlygate4sd2_1"
export IMPL_fp_dieH_um=80
export IMPL_grt_pass1_vias=405
export IMPL_stdcell_count=117
export IMPL_setup_viol=0
export IMPL_drive_above_1_share_pct=40.8
export IMPL_ys_seq_share_pct=0
export IMPL_diodes=0
export IMPL_p_sw_mw=0.0431
export IMPL_top_area_cell="maj3_1"
export IMPL_track_usage_pct=3.07
export IMPL_crit_path_start_kind="input pin"
export IMPL_crit_family="buffers and inverters"
export IMPL_io_pin_count=19
export IMPL_grt_max_degree=5
-- layout make-up --
cell class	count	area share (%)
inverter	7	3.71
timing repair buffer	30	35.3
multi-input combinational	34	52.8
tap	46	8.13
-- layer usage --
| layer | global-route usage [%] | share of wire, % | routed length, µm | vias to the layer above |
|---|---|---|---|---|
| li1 | - | - | - | 203 |
| met1 | 3.17 | 36 | 375 | 175 |
| met2 | 6.42 | 56 | 575 | 9 |
| met3 | 0.568 | 7.5 | 77 | 0 |
| met4 | 0 | 0 | 0 | 0 |
| met5 | 0 | 0 | 0 | - |
-- cells by family (layout without fill, tap and decap cells) --
| family | count (synthesis) | in the layout | synth area share (%) |
|---|---|---|---|
| compound gates | 5 | 5 | 15.1 |
| xor+xnor | 5 | 5 | 14.6 |
| fa+ha+maj | 8 | 8 | 28.9 |
| buf+inv | 7 | 37 | 8.79 |
| simple gates | 16 | 16 | 32.6 |
-- how the worst max path moves through the flow --
stage | from | endpoint | cells after the start
4_1_cts | x[5] | greater | 6
6_report | x[5] | greater | 6
5_1_grt | x[5] | greater | 6
-- layout by cell type (no fill, tap or decap), drive strengths merged, types with 2 or more instances in the layout --
cell type and count:
nor2b 4, buf 11, xor2 2, dlygate4sd2 18, xnor2 3, inv 7
ha 2, maj3 6, nand2b 5, and3 2
-- through the flow --
stage | setup slack, ps | cell area [µm²]
3_5_place_dp | -366 | 629
6_report | 150 | 708
4_1_cts | 149 | 708
5_1_grt | 89.6 | 708
3_3_place_gp | -340 | 629
2_1_floorplan | 643 | 299
-- power by group through the flow --
stage	Sequential [mW]	Clock [mW]	Combinational, mW
4_1_cts	0	0	0.114
5_1_grt	0	0	0.123
6_report	0	0	0.112
-- repair_timing --
action,in CTS,in global routing
endpoints found under the setup margin,3,0
hold endpoints to repair,0,0
resized,38,0
No activity file was given, so power comes from the tool's default toggle rates.
