## ./run.sh

```bash
#!/bin/bash
# OpenROAD 26Q1-2900-gdf79404cd8, Yosys 0.63+post, stock flow scripts
make -C /OpenROAD-flow-scripts/flow DESIGN_CONFIG=/design/flow/config.mk WORK_HOME=/design/flow/orfs finish
```

## ./constraint.sdc

```tcl
current_design compute_coordinates

set clk_period 4.7
set clk_io_pct 0.2

create_clock -name clk0 -period $clk_period [get_ports {clk}]

set non_clock_inputs [all_inputs -no_clocks]
set_input_delay [expr $clk_period * $clk_io_pct] -clock clk0 $non_clock_inputs
set_output_delay [expr $clk_period * $clk_io_pct] -clock clk0 [all_outputs]
```

## ./config.mk

```make
export PLATFORM = sky130hd
export DESIGN_NAME = compute_coordinates
export DESIGN_NICKNAME = compute_coordinates
export VERILOG_FILES = /design/flow/design.v
export SDC_FILE = /design/flow/constraint.sdc
export NUM_CORES = 4
export LEC_CHECK = 1
export CORE_AREA = 10 10 75 75
export DIE_AREA = 0 0 85 85
```

## ./design.v

```verilog
module compute_coordinates (clk, dir, steps, x, y, fx, fy);
    input clk;
    input [1:0] dir;
    input [1:0] steps;
    input [4:0] x;
    input [4:0] y;
    output wire [4:0] fx;
    output wire [4:0] fy;
    reg [1:0] addx;
    reg [1:0] addy;
    reg dirx;
    reg diry;
    five_bit_adder FX (x, {3'b0,addx}, dirx, fx);
    five_bit_adder FY (y, {3'b0,addy}, diry, fy);
    always @(posedge clk)
    begin
        case(dir)
            2'b00 : begin
                dirx <= 0;
                diry <= 0;
                addx <= steps;
                addy <= 0; 
            end
            2'b01 : begin
                dirx <= 1;
                diry <= 0;
                addx <= steps;
                addy <= 0;
            end
            2'b10 : begin
                dirx <= 0;
                diry <= 0;
                addx <= 0;
                addy <= steps; 
            end
            2'b11 : begin
                dirx <= 0;
                diry <= 1;
                addx <= 0;
                addy <= steps; 
            end
        endcase
   end
endmodule
module five_bit_adder (x, y, opcode, sum);
	input [4:0] x;
	input [4:0] y;
	input opcode;
	output wire [4:0] sum;
	wire carry_out;
	wire [3:0] intermediate_carry;
	one_bit_full_adder FA0 (x[0], y[0], opcode, opcode, sum[0], intermediate_carry[0]);
	one_bit_full_adder FA1 (x[1], y[1], intermediate_carry[0], opcode, sum[1], intermediate_carry[1]);
	one_bit_full_adder FA2 (x[2], y[2], intermediate_carry[1], opcode, sum[2], intermediate_carry[2]);
	one_bit_full_adder FA3 (x[3], y[3], intermediate_carry[2], opcode, sum[3], intermediate_carry[3]);
	one_bit_full_adder FA4 (x[4], y[4], intermediate_carry[3], opcode, sum[4], carry_out);
endmodule
module one_bit_full_adder (a, b, cin, opcode, sum, carry);
	input a;
	input b;
	input cin;
	input opcode;
	output wire sum;
	output wire carry;
	assign sum = cin ^ (a ^ (b ^ opcode));
	assign carry = ( (a & (b ^ opcode)) | ((b ^ opcode) & cin) | (cin & a) );
endmodule
```

==> summary.txt <==
yosys + openroad results -> detail-routed net length per standard cell=9.495 um, max-slew headroom at the worst pin=0.8216, maximum fanout encountered on the critical timing path=2, fill cell count=432, CTS tree=yes, core utilization before placement=0.1129, Cell variety after synth=8, top-area cell type share of the netlist area=0.2623, final core utilization=0.1792, GRT Overall Usage=0.02787, post-synthesis instance area=457.9 um2, area leader, netlist=sky130_fd_sc_hd__dfxtp_1, antenna-violating nets left=0, Longest Clk Path Bufs=2, yosys cell count=36, slowest stage delay, CP=0.46 ns, first-pass iteration count of the detailed router=2, CP dominant cell by count=sky130_fd_sc_hd__fa_1, number of top-level pins=25, final setup violation count=0, share of layout cells above drive strength 1=0.05660, summed standard-cell area reported by yosys=457.9 um2, number of clock sinks=6, number of DRC markers in iteration 0=4, layout overhead on the synthesized area=58.74%, detailed-route via count=272, clock-pin slew reported for the worst setup and hold paths after clock tree synthesis=0.03 ns, placeable core area=4058 um2, kind of start point of the critical path=input port, minimum period implied by the final worst setup slack=4.562 ns, max-cap violations=0, antenna violations before repair=0, vias per inst=2.641, post-cts hold-fix buffer tally=0, mean area per synthesized cell=12.72 um2, ranking of synthesized cells by area=sky130_fd_sc_hd__dfxtp_1 26%, sky130_fd_sc_hd__fa_1 26%, sky130_fd_sc_hd__buf_4 16%, sky130_fd_sc_hd__xor3_1 10%, sky130_fd_sc_hd__xor2_1 7.7%, register area share after synthesis=0.2623, count of input and output buffers=24, Log Warnings=25, root buffer cell=sky130_fd_sc_hd__clkbuf_8, Max IR drop VDD=56.75 uV, number of buffers added for setup after CTS=0, final worst path period share=0.9706, number of synthesis warnings=1, Total Die Area=7225 um2, critical path start-end classification=in2out, # diodes=0, number of global-route vias before repair=322, leakage power figure=0.2903 nW, power density normalized to cell area=268.2 nW/um2, max-slew violations=0, wire length of the first global-routing pass=1614 um, largest net degree at the start of global routing=7, crit-path cells=clkdlybuf4s50_1 -> mux2_1 -> fa_1 -> fa_1 -> fa_1 -> xor3_1 -> clkdlybuf4s50_1, Slowest-stage cell, CP=sky130_fd_sc_hd__clkdlybuf4s50_1, RSZ-0062 raised after global routing=no, die outline height=85 um, number of hold violations in the final report=0, number of standard cells after synthesis=36, TritonCTS Buffers=3, Setup Total Neg Slack=0 ns, row cnt=23, Overflow after GRT=0, count of cells resized by post-cts repair=0, DRT Wirelength=978 um, worst path arrival time=3.62 ns, fmax=219.2 MHz, drc violations=0, worst hold-check path type=in2reg, depth of the CTS H-tree=1, worst path required time=3.76 ns, weighted congestion at the end of routability-driven global placement=0.6651, transition at the pin with the smallest max-transition slack=0.2672 ns, endpoint kind of the worst setup timing path=output port, number of storage elements in the synthesis netlist=6, status=finished, final reports clean, die x size=85 um
## synthesized netlist by cell type (all sizes together)
library cell,count
and2,3
fa,6
buf,10
nor2b,3
xor3,2
mux2,2
dfxtp,6
xor2,4
## stage by stage
| stage | cell area, um2 | std cells | power, mW | setup WS (ns) | hold WS (ns) |
|---|---|---|---|---|---|
| after global routing | 726.9 | 103 | 0.2115 | 0.009911 | 1.333 |
| after detailed placement | 685.7 | 100 | 0.1249 | 0.1129 | 1.535 |
| final | 726.9 | 103 | 0.1950 | 0.1381 | 1.310 |
| after global placement | 685.7 | 100 | 0.1235 | 0.1396 | 1.525 |
| after floorplan | 457.9 | 36 | 0.09588 | 0.9805 | 1.012 |
| after CTS | 726.9 | 103 | 0.1999 | 0.1011 | 1.308 |
## worst max-delay path: cells and delay by family
family                   cells  cell delay, ns
XOR/XNOR                     1            0.20
adder cells (fa/ha/maj)      3            1.26
buffers and inverters        2            0.89
multiplexers                 1            0.32
## cells in the final DEF, fill, tap and decap left out
cell                               n
sky130_fd_sc_hd__clkdlybuf4s50_1  24
sky130_fd_sc_hd__fa_1              6
sky130_fd_sc_hd__dfxtp_1           6
sky130_fd_sc_hd__xor2_1            4
sky130_fd_sc_hd__nor2b_1           3
sky130_fd_sc_hd__and2_1            3
sky130_fd_sc_hd__clkbuf_8          3
sky130_fd_sc_hd__mux2_1            2
sky130_fd_sc_hd__xor3_1            2
## cell type report
type | instances | area, um2 | area share
repair buffers | 24 | 240.2 | 0.3305
flip-flops and latches | 6 | 120.1 | 0.1652
clock buffers | 3 | 41.29 | 0.05680
well taps | 50 | 62.56 | 0.08606
multi-input cells | 20 | 262.8 | 0.3614
## path summary, 6_finish.rpt
check                 from       to  slack (ns)  depth (start not counted)
setup / recovery      y[0]    fy[4]        0.14                          7
hold / removal    steps[1]  addx[1]        1.31                          2
## power breakdown
group | total (mW) | switching (mW) | internal, mW
registers | 0.0569 | 0.00282 | 0.0541
logic | 0.0643 | 0.0141 | 0.0502
clock network | 0.0738 | 0.0191 | 0.0547
total | 0.195 | 0.0360 | 0.159
## cell families after synthesis
kind of cell,synth area share
adders and majority gates,0.2623
xor gates and xnor gates,0.1803
DFF,0.2623
buffers and inverters,0.1639
muxes,0.04918
and+or+nand+nor,0.08198
## sequential cells by signal, summed over array words and instances, names as in the netlist
name  flops
addy      2
dirx      1
diry      1
addx      2
## per-layer routing
metal  up-vias  part of all wire  track usage
met1       121              0.35      0.02813
met3         2              0.17      0.02601
li1        136                 -            -
met5         -                 0            0
met2        13              0.46      0.04223
met4         0             0.010     0.004491
No activity file was given, so power comes from the tool's default toggle rates.
