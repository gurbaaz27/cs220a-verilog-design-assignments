--- flow/run.sh ---
#!/bin/bash
# OpenROAD 26Q1-2900-gdf79404cd8, Yosys 0.63+post, stock flow scripts
make -C /OpenROAD-flow-scripts/flow DESIGN_CONFIG=/design/flow/config.mk WORK_HOME=/design/flow/orfs finish
--- flow/config.mk ---
export PLATFORM = sky130hd
export DESIGN_NAME = read
export DESIGN_NICKNAME = read
export VERILOG_FILES = /design/flow/design.v
export SDC_FILE = /design/flow/constraint.sdc
export NUM_CORES = 4
export LEC_CHECK = 1
export CORE_AREA = 10 10 70 70
export DIE_AREA = 0 0 80 80
--- flow/constraint.sdc ---
current_design read

set clk_period 2.7
set clk_io_pct 0.2

create_clock -name clk0 -period $clk_period [get_ports {clk}]

set non_clock_inputs [all_inputs -no_clocks]
set_input_delay [expr $clk_period * $clk_io_pct] -clock clk0 $non_clock_inputs
set_output_delay [expr $clk_period * $clk_io_pct] -clock clk0 [all_outputs]
--- flow/design.v ---
module read(clk, row_num ,input_valid, output_valid,out);
    input [3:0] row_num;
    input input_valid;
    input clk;
    output reg [31:0] out;
    output reg output_valid ;
    reg [31:0] bank [15:0];
    reg [4:0]open_row;
    reg [1:0]counter;
    initial begin
        open_row = 16;
        counter = 3;
        output_valid = 0;
        bank[0] = 0;
        bank[1] = 1;
        bank[2] = 2;
        bank[3] = 3;
        bank[4] = 4;
        bank[5] = 5;
        bank[6] = 6;
        bank[7] = 7;
        bank[8] = 8;
        bank[9] = 9;
        bank[10] = 10;
        bank[11] = 11;
        bank[12] = 12;
        bank[13] = 13;
        bank[14] = 14;
        bank[15] = 15;
    end 
    always @(posedge clk) begin
        output_valid <=  0;
        if(input_valid == 1) begin
            if(open_row == row_num) begin
                counter = 2;
            end
            else if (open_row == 16) begin
                counter = 1;
            end 
            else begin
                counter = 0;   
            end
            open_row <= #2 row_num;
        end
        if(counter < 3) begin 
            counter <= #2 counter + 1;
            if(counter == 2) begin
               output_valid <= #2 1'b1;
               out <= #2  bank[open_row];
            end
        end
    end
endmodule
==> impl_metrics.yaml <==
# physical design summary
synthesis:
  ys_types: 15
  synth_area_per_cell_um2: 11.7
  yosysCellCount: 57
  synth_area_um2: 668
  ys_warn_count: 1
  yosysChipArea_um2: 668
  ys_ff: 12
  synthCells: 57
  ys_seq_share_pct: 49.4
setup_path:
  cp_slowest_stage_delay_ns: 0.71
  cpMaxStageDelayCell: "clkdlybuf4s50_1"
  critPathRequiredTime_ns: 2.64
  crit_family: "buffers and inverters"
  worstSetupStartpointType: "primary input"
  crit_path_end_kind: "flip-flop"
  arrival_ns: 1.77
  cp_cell_sequence: "clkdlybuf4s50_1, nand3b_1, o21ai_1"
  reg2reg_to: "out[2]$_DFFE_PP_"
  path_class: "primary input to flip-flop"
  r2r_start: "open_row[0]$_DFFE_PP_"
  rr_worst_depth: 3
  path_buffers: 1
  crit_fanout: 11
  r2r_slack_ns: 1.25
run:
  drv_cap: 0
  warning_count: 25
place:
  port-buffer-count: 10
  place.gp.congestion: 0.766
  post-dp-hpwl_um: 993
hold_path:
  hp-class: "flip-flop to flip-flop"
  min_from: "counter[0]$_DFF_P_"
  hold_depth: 1
  hold-path-endpoint: "counter[0]$_DFF_P_"
routing:
  via_count: 340
  totalWireLength_um: 1130
  dr.pass1.iters: 3
  insertedDiodeCount: 0
  drc: 0
  wire_per_inst_um: 9.69
  vias_per_cell: 2.91
  ant_nets: 0
  drtIter0Drc: 3
final_layout:
  area_delta_synth_final_pct: 11.8
  drive_gt1_share_pct: 7.04
  postLayoutCoreUtil_pct: 21.9
status:
  outcome: "finished clean"
cts:
  cts-root-buf: "clkbuf_4"
  clk_latency_ns: 0.27
  clock_path_buffers: 2
  cts_tree: "yes"
  cts_made_buffers: 3
  clock_sinks: 12
  cts_hold_buf: 0
  post_cts_resized: 0
  htreeDepth: 1
  path_clk_slew_ns: 0.07
  cts_setup_buffers: 0
sta:
  finClkSkew_ns: 0.00758
  rsz0062_at_grt: "no"
  fin_setup_tns_ns: 0
  slew_viol_final: 0
  fmax_ghz: 0.549
  min_period_ns: 1.82
  hold_viol_final: 0
  min_period_over_period_pct: 67.5
  finalSetupViolations: 0
floorplan:
  die_h_um: 80
  die_x_um: 80
  core_um2: 3420
  io_pins: 39
  dieArea_um2: 6400
  fp-utilization_pct: 19.6
  rows: 21
global_routing:
  antenna_found_initial: 0
  grt_pass1_vias: 360
  grt_usage_pct: 3.27
  grt_pass1_wl_um: 1700
  grt_max_degree: 12
  grt_remaining_overflow: 0
pwr:
  p_per_area_nw_per_um2: 493
  peakVddDrop_mv: 0.252
  power.leakage_nw: 0.286
## through the flow
step	cells	hold slack, ns	worst slack, ns	instance area (um2)	total power [mW]
5_1_grt	117	0.470	0.780	747	0.392
3_3_place_gp	113	0.447	0.632	721	0.264
3_5_place_dp	113	0.451	0.588	721	0.265
6_report	117	0.462	0.877	747	0.368
4_1_cts	117	0.460	0.883	747	0.375
2_1_floorplan	85	0.429	1.29	773	0.269
## report_power, final
group	internal [mW]	total (mW)	switching [mW]
Sequential	0.212	0.223	0.0106
Clock	0.0572	0.110	0.0527
Combinational	0.0207	0.0356	0.0149
## kinds of logic (layout without fill, tap and decap cells)
group | count (synthesis) | after routing | synth area share [%]
buffers and inverters | 28 | 14 | 31.5
flip-flops | 12 | 12 | 49.4
AND/OR/NAND/NOR | 7 | 7 | 7.49
AND-OR/OR-AND | 5 | 5 | 5.81
XOR/XNOR | 4 | 4 | 5.24
other | 1 | 29 | 0.561
## state kept, by name, indices dropped and copies added (netlist names)
name and cells:
out 4, open_row 5, counter 2, output_valid 1
## worst reg2reg max path, stage by stage (launching register included)
cell and delay, ns:
edfxtp_1 0.46, xnor2_1 0.19, nand3_1 0.15, o21ai_1 0.33
## layout by cell type (no fill, tap or decap), drive strengths merged
cell	synthesis	final
o21ai	2	2
clkbuf	0	4
xnor2	4	4
nand3b	1	1
nor2	2	2
conb	1	29
nor4	1	1
o22ai	1	1
a21boi	1	1
nand3	1	1
nand2	1	1
clkdlybuf4s50	0	10
edfxtp	9	9
nor3	1	1
dfxtp	3	3
a32oi	1	1
## layout make-up
class                   instances  area, um2
fillers                       388       2670
flip-flops and latches         12        330
multi-input cells              45        233
repair buffers                 10        100
well taps                      46       57.6
clock buffers                   4       26.3
## cells in the mapped netlist
cell / number / share of area (%)
nand2_1: 1 / 0.56
dfxtp_1: 3 / 9.0
nor4_4: 1 / 3.2
a21boi_1: 1 / 1.1
buf_4: 28 / 31
nor3_1: 1 / 0.75
xnor2_1: 4 / 5.2
nor2_1: 2 / 1.1
conb_1: 1 / 0.56
a32oi_1: 1 / 1.3
o21ai_1: 2 / 1.5
nand3b_1: 1 / 1.1
edfxtp_1: 9 / 40
nand3_1: 1 / 0.75
o22ai_2: 1 / 1.9
## worst max-delay path by stage
| stage | start | endpoint | slack [ns] | depth (start not counted) |
|---|---|---|---|---|
| after CTS | input_valid | out[2]$_DFFE_PP_ | 0.88 | 3 |
| after global routing | input_valid | out[2]$_DFFE_PP_ | 0.78 | 3 |
| final | input_valid | out[2]$_DFFE_PP_ | 0.88 | 3 |
## layer usage
metal	vias to the layer above	share of wire [%]	GRT usage [%]
met5	-	0	0
met4	0	0.79	0.352
met3	2	13	2.73
met2	24	43	4.17
met1	149	42	4.25
li1	165	-	-
Power figures rest on the tool's default switching activity, not on a simulated workload.
